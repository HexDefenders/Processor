--- /design/flow/design.v ---
module statemachine(clk, reset, C, L, F, Z, N, instruction, aluControl, pcRegEn, srcRegEn, dstRegEn, immRegEn, resultRegEn, signEn,
						regFileEn, pcRegMuxEn, mux4En, shiftALUMuxEn, regImmMuxEn, exMemResultEn, memread, memwrite, link, pcEn, irS);
	input clk, reset, C, L, F, Z, N;
	input [15:0] instruction;
	output reg [3:0] aluControl;
	output reg pcRegEn, srcRegEn, dstRegEn, immRegEn, resultRegEn, signEn, regFileEn, pcRegMuxEn, shiftALUMuxEn, regImmMuxEn,
							memread, memwrite, link, irS;
	output reg [1:0] mux4En, pcEn, exMemResultEn;
	reg [5:0] PS, NS;
	parameter [5:0] FETCH = 6'd0, DECODE = 6'd1, ADD = 6'd2, SUB = 6'd3, CMP = 6'd4, AND = 6'd5, OR = 6'd6, XOR = 6'd7, MOV = 6'd8, LOAD = 6'd9, STOR = 6'd10, 
						 JAL = 6'd11, JCOND = 6'd12, LSH = 6'd13, LSHI = 6'd14, S15 = 6'd15, BCOND = 6'd16, ANDI = 6'd17, ORI = 6'd18, XORI = 6'd19, ADDI = 6'd20,
						 SUBI = 6'd21, CMPI = 6'd22, MOVI = 6'd23, LUI = 6'd24;
	always @(negedge reset, posedge clk) begin
		if (!reset) PS <= FETCH;
		else PS <= NS;
	end
	always@(clk, reset, instruction, PS) begin
		{pcRegEn, srcRegEn, dstRegEn, immRegEn, resultRegEn, signEn, regFileEn, pcRegMuxEn, 
		shiftALUMuxEn, regImmMuxEn, resultRegEn, memread, memwrite, link, irS} <= 1'd0;
		{mux4En, pcEn, exMemResultEn} <= 2'b0;
		aluControl <= 4'b0;
		NS <= 6'b0;
		case(PS)
			FETCH: begin  
				pcRegEn <= 1;
				memread <= 1;
				NS <= DECODE;
				if (instruction[7:4] == 4'b1011)  
					aluControl <= 4'b0010;
			end
			DECODE: begin  
				case(instruction[15:12])
					4'b000: begin  
						if (instruction[7:4] == 4'b0101) begin  
							srcRegEn <= 1;
							dstRegEn <= 1;
							NS <= ADD;
						end
						else if (instruction[7:4] == 4'b1001) begin  
							srcRegEn <= 1;
							dstRegEn <= 1;
							NS <= SUB;
						end
						else if (instruction[7:4] == 4'b1011) begin  
							srcRegEn <= 1;
							dstRegEn <= 1;
							NS <= CMP;
						end
						else if (instruction[7:4] == 4'b0001) begin  
							srcRegEn <= 1;
							dstRegEn <= 1;
							NS <= AND;
						end
						else if (instruction[7:4] == 4'b0010) begin  
							srcRegEn <= 1;
							dstRegEn <= 1;
							NS <= OR;
						end
						else if (instruction[7:4] == 4'b0011) begin  
							srcRegEn <= 1;
							dstRegEn <= 1;
							NS <= XOR;
						end 
						else if (instruction[7:4] == 4'b1101) begin  
							srcRegEn <= 1;
							dstRegEn <= 1;
							NS <= MOV;
						end
					end
					4'b0100: begin  
						if (instruction[7:4] == 4'b0000) begin  
							srcRegEn <= 1;
							dstRegEn <= 1;
							NS <= LOAD;
						end
						else if (instruction[7:4] == 4'b0100) begin  
							srcRegEn <= 1;
							dstRegEn <= 1;
							NS <= STOR;
						end
						else if (instruction[7:4] == 4'b1000) begin  
							NS <= JAL;
						end
						else if (instruction[7:4] == 4'b1100) begin  
							NS <= JCOND;
						end
					end
					4'b1000: begin  
						if (instruction[7:4] == 4'b0100) begin  
							NS <= LSH;
						end
						else if (instruction[7:4] == 4'b0000) begin  
							NS <= LSHI;
						end
						else if (instruction[7:4] == 4'b0001) begin  
							NS <= S15;
						end
					end
					4'b1100: begin  
						NS <= BCOND;
					end
					4'b0001: begin  
						immRegEn <= 1;
						dstRegEn <= 1;
						irS <= 1;
						NS <= ANDI;
					end
					4'b0010: begin  
						immRegEn <= 1;
						dstRegEn <= 1;
						irS <= 1;
						NS <= ORI;
					end
					4'b0011: begin  
						immRegEn <= 1;
						dstRegEn <= 1;
						irS <= 1;
						NS <= XORI;
					end
					4'b0101: begin  
						immRegEn <= 1;
						dstRegEn <= 1;
						irS <= 1;
						NS <= ADDI;
					end
					4'b1001: begin  
						immRegEn <= 1;
						dstRegEn <= 1;
						irS <= 1;
						NS <= SUBI;
					end
					4'b1011: begin  
						immRegEn <= 1;
						dstRegEn <= 1;
						irS <= 1;
						NS <= CMPI;
					end
					4'b1101: begin  
						immRegEn <= 1;
						dstRegEn <= 1;
						irS <= 1;
						NS <= MOVI;
					end
					4'b1111: begin  
						immRegEn <= 1;
						dstRegEn <= 1;
						irS <= 1;
						NS <= LUI;
					end
				endcase
			end
			ADD: begin 
				regFileEn <= 1;
				mux4En <= 0;
				aluControl <= 4'b1000;
				shiftALUMuxEn <= 0;
				pcEn <= 2'b01;
				NS <= FETCH; 
			end
			SUB: begin 
				regFileEn <= 1;
				mux4En <= 0;
				aluControl <= 4'b0001;
				shiftALUMuxEn <= 0;
				pcEn <= 2'b01;
				NS <= FETCH; 
			end
			CMP: begin 
				mux4En <= 0;
				aluControl <= 4'b0010;
				shiftALUMuxEn <= 0;
				pcEn <= 2'b01;	
				NS <= FETCH;
			end
			AND: begin 
				regFileEn <= 1;
				mux4En <= 0;
				aluControl <= 4'b0011;
				shiftALUMuxEn <= 0;
				pcEn <= 2'b01;
				NS <= FETCH; 
			end
			OR: begin 
				regFileEn <= 1;
				mux4En <= 0;
				aluControl <= 4'b0100;
				shiftALUMuxEn <= 0;
				pcEn <= 2'b01;
				NS <= FETCH;
			end
			XOR: begin 
				regFileEn <= 1;
				mux4En <= 0;
				aluControl <= 4'b0101;
				shiftALUMuxEn <= 0;
				pcEn <= 2'b01;
				NS <= FETCH;
			end
			MOV: begin 
				regFileEn <= 1;
				mux4En <= 0;
				shiftALUMuxEn <= 0;
				pcEn <= 2'b01;
				exMemResultEn <= 2'b10;
				NS <= FETCH;
			end
			LOAD: begin 
				regFileEn <= 1;
				memread <= 1;
				memwrite <= 0;
				exMemResultEn <= 2'b1;
				pcEn <= 2'b01;
				NS <= FETCH; 
			end
			STOR: begin 
				regFileEn <= 0;
				memread <= 0;
				memwrite <= 1;
				exMemResultEn <= 2'b1;
				pcEn <= 2'b01;
				NS <= FETCH; 
			end
			JAL: begin 
				pcEn <= 2'b10;
				regFileEn <= 1;
				link <= 1;
				exMemResultEn <= 2'b1;
				NS <= FETCH; 
			end
			JCOND: begin 
				pcEn <= 2'b01;  
				case(instruction[11:8])
					4'b0000:  
						if (Z == 1)
							pcEn <= 2'b10;
					4'b0001:  
						if (Z == 0)
							pcEn <= 2'b10;
					4'b1101:  
						if (N == 1 || Z == 1)
							pcEn <= 2'b10;
					4'b0010:  
						if (C == 1)
							pcEn <= 2'b10;
					4'b0011:  
						if (C == 0)
							pcEn <= 2'b10;
					4'b0100:  
						if (L == 1)
							pcEn <= 2'b10;
					4'b0101:  
						if (L == 0)
							pcEn <= 2'b10;
					4'b1010:  
						if (L == 0 && Z == 0)
							pcEn <= 2'b10;
					4'b1011:  
						if (L == 1 || Z == 1)
							pcEn <= 2'b10;
					4'b0110:  
						if (N == 1)
							pcEn <= 2'b10;
					4'b0111:  
						if (N == 0)
							pcEn <= 2'b10;
					4'b1000:  
						if (F == 1)
							pcEn <= 2'b10;
					4'b1001:  
						if (F == 0)	
							pcEn <= 2'b10;
					4'b1100:  
						if (N == 0 && Z == 0)
							pcEn <= 2'b10;
					4'b1110:  
						pcEn <= 2'b10;
					default:
						pcEn <= 2'b01;
				endcase
			end
			LSH: begin
				regFileEn <= 1;
				mux4En <= 0;
				aluControl <= 4'b0111;
				shiftALUMuxEn <= 0;
				pcEn <= 2'b01;
				NS <= FETCH; 
			end
			LSHI: begin  
				NS <= FETCH; 
			end
			S15: begin  
				NS <= FETCH; 
			end
			BCOND: begin  
				pcEn <= 2'b11;
				NS <= FETCH; 
			end
			ANDI: begin  
				regFileEn <= 1;
				mux4En <= 2'b01;
				aluControl <= 4'b0011;
				shiftALUMuxEn <= 0;
				irS <= 1;
				pcEn <= 2'b01;
				NS <= FETCH; 
			end
			ORI: begin  
				regFileEn <= 1;
				mux4En <= 2'b01;
				aluControl <= 4'b0100;
				shiftALUMuxEn <= 0;
				irS <= 1;
				pcEn <= 2'b01;
				NS <= FETCH;
			end
			XORI: begin  
				regFileEn <= 1;
				mux4En <= 2'b01;
				aluControl <= 4'b0101;
				shiftALUMuxEn <=0;
				irS <= 1;
				pcEn <= 2'b01;
				NS <= FETCH;
			end
			ADDI: begin  
				regFileEn <= 1;
				mux4En <= 2'b01;
				aluControl <= 4'b1000;
				shiftALUMuxEn <= 0;
				irS <= 1;
				pcEn <= 2'b01;
				NS <= FETCH; 
			end
			SUBI: begin  
				regFileEn <= 1;
				mux4En <= 2'b01;
				aluControl <= 4'b0001;
				shiftALUMuxEn <= 0;
				irS <= 1;
				pcEn <= 2'b01;
				NS <= FETCH; 
			end
			CMPI: begin  
				mux4En <= 2'b01;
				aluControl <= 4'b0010;
				shiftALUMuxEn <= 0;
				irS <= 1;
				pcEn <= 2'b01;
				NS <= FETCH;
			end
			MOVI: begin  
				regFileEn <= 1;
				mux4En <= 2'b01;
				shiftALUMuxEn <= 0;
				irS <= 1;
				pcEn <= 2'b01;
				exMemResultEn <= 2'b10;
				NS <= FETCH;
			end
			LUI: begin  
				regFileEn <= 1;
				mux4En <= 2'b01;
				aluControl <= 4'b0110;
				shiftALUMuxEn <= 0;
				irS <= 1;
				pcEn <= 2'b01;
				memread <= 1;
				NS <= FETCH;
			end					
		endcase
	end
endmodule
--- /design/flow/run.sh ---
#!/bin/bash
# OpenROAD 26Q1-2900-gdf79404cd8, Yosys 0.63+post, stock flow scripts
make -C /OpenROAD-flow-scripts/flow DESIGN_CONFIG=/design/flow/config.mk WORK_HOME=/design/flow/orfs finish
--- /design/flow/config.mk ---
export PLATFORM = sky130hd
export DESIGN_NAME = statemachine
export DESIGN_NICKNAME = statemachine
export VERILOG_FILES = /design/flow/design.v
export SDC_FILE = /design/flow/constraint.sdc
export NUM_CORES = 4
export LEC_CHECK = 1
export CORE_UTILIZATION = 30
--- /design/flow/constraint.sdc ---
current_design statemachine

set clk_period 2.5
set clk_io_pct 0.2

create_clock -name clk0 -period $clk_period [get_ports {clk}]

set non_clock_inputs [all_inputs -no_clocks]
set_input_delay [expr $clk_period * $clk_io_pct] -clock clk0 $non_clock_inputs
set_output_delay [expr $clk_period * $clk_io_pct] -clock clk0 [all_outputs]
==> results.cfg <==
; synthesis and place-and-route metrics
[synthesis]
yosys_most_used_dff = dfrtp_1
synthDistinctLibCells = 40
ys_sh_adder_pct = 0
top_area_share_pct = 42.14
synth-edff-count = 0
ys_seq_share_pct = 43.99
ys_chip_area_sq_um = 1425
syn_area_sq_um = 1425
numSynthFlops = 25
mux_area_share_pct = 0
compound_area_share_pct = 11.68
area_leaders = dfrtp_1, nor2_1, nor3b_1
avgSynthCellArea_sq_um = 8.690
simple_gate_share_pct = 35.47
xor_area_share_pct = 0.6146
synthArstFlopShare_pct = 100.0
synth_cells = 164
yosys_cells = 164
netlist_top_cells_count = nor2_1, dfrtp_1, nand2_1
synthTopLogicFamily = simple AND/OR/NAND/NOR gates
yosysWarningCount = 1
largest_area_cell = dfrtp_1
synth_top_cell_by_count = nor2_1

[sta]
fin_crit_ps = 2398
timing.fmax_mhz = 417.1
holdWs_ps = 437.9
setup_viol = 0
finalCritPeriodShare_pct = 95.90
hold_viol_final = 0
drv_slew = 0
rsz0062_at_grt = no
clock-skew-final_ps = 1.732

[critical_path]
r2r-start = PS[13]$_DFF_PN0_
cp.arrival_ps = 1900
startpoint = instruction[7]
worstSetupEndpointType = primary output
worst_setup_path_start_kind = input port
crit_required_ps = 2000
worst-setup-path-type = in2out
path_max_fanout = 8

[routing]
wl_per_cell_microns = 12.08
routed_wl_microns = 3299
ant_nets = 0
via_per_inst = 4.729
antenna_cells = 0
first_iter_violations = 50
vias = 1291
drt_first_pass_iters = 14
drc = 0

[global_route]
grt_pass1_vias = 1192
overflow = 0
grt_max_degree = 26
grtUsageTotal_pct = 14.12
grt_pass1_wl_microns = 5554
grt_antenna_before_repair = 0

[finish]
regMostFlops = PS
synthToLayoutAreaGrowth_pct = 48.29
utilization_pct = 47.23
largest_register_ff_count = 25
stdcell_area_sq_um = 2113
drive_above_1_share_pct = 26.24
largestRegisters = PS: 25 flops
fill_cells = 427

[worst_hold_path]
hold_path.startpoint = PS[0]$_DFF_PN1_
holdCritPathClass = reg2reg

[run]
warning_count = 29
cap_viol_max_count = 0

[placement]
port_buffers = 36
place_area_sq_um = 1969
place_hpwl_microns = 2575
gp_congestion = 0.8468

[die]
die_w_microns = 70.93
io_pins = 47
core_area_sq_um = 4474
rows = 24
initial_core_util_pct = 31.85
dieArea_sq_um = 5030
die_y_microns = 70.93

[clocking]
cts.reportedPaths.clkPinSlew_ps = 80
cts_max_level = 1
clock-sinks = 25
ctsHoldBuffers = 0
numCtsBuffers = 3
clk_path_buf_depth = 2
cts_tree = done
clockRootBuffer = clkbuf_8
clock_latency_ps = 260

[power_and_ir_drop]
leakage_nw = 1.031
p_per_area_nw_per_um2 = 364.3
vdd_drop_max_v = 0.0001941
power.total_uw = 769.9

[status]
status = finished, final reports clean
==> cell type report <==
cell class | count | area (sq um) | area share [%]
Multi-Input combinational cell | 125 | 777.0 | 36.77
Clock inverter | 1 | 5.005 | 0.2368
Timing Repair Buffer | 64 | 586.8 | 27.77
Tap cell | 52 | 65.06 | 3.079
Clock buffer | 3 | 41.29 | 1.954
Inverter | 3 | 11.26 | 0.5329
Sequential cell | 25 | 626.9 | 29.66
==> logic make-up after synthesis <==
logic type,after synthesis
simple gates,96
flops,25
compound gates,22
buf+inv,19
xor+xnor,1
other cells,1
==> worst paths after layout <==
| path | cells past startpoint | slack (ps) | to |
|---|---|---|---|
| max in group asynchronous | 2 | 1630 | PS[0]$_DFF_PN1_ |
| worst max register to register | 5 | 1080 | PS[16]$_DFF_PN0_ |
| min in group asynchronous | 2 | 590 | PS[2]$_DFF_PN0_ |
| worst min-delay path | 0 | 440 | PS[13]$_DFF_PN0_ |
| worst max-delay path | 5 | 100 | aluControl[1] |
| worst min register to register | 0 | 440 | PS[13]$_DFF_PN0_ |
==> metrics by stage <==
stage	setup TNS [ps]	setup slack, ps	cells
after global placement	-1414	-603.6	268
final	0	102.4	273
after detailed placement	-1491	-652.0	268
after CTS	0	0.1741	272
after floorplan	0	459.3	169
after global routing	0	6.644	273
==> placed cells by master (no fill, tap or decap), types with 2 or more instances in the layout <==
master,netlist,routed
nor2_1,31,29
dfrtp_1,24,24
nand2b_1,6,6
o31ai_1,2,2
o21ai_0,6,2
clkdlybuf4s15_1,0,2
clkbuf_8,0,3
nand3b_1,2,2
clkdlybuf4s50_1,0,18
o21ai_1,0,3
or2_2,2,2
nand4_1,3,3
nor2_2,0,2
buf_4,6,26
conb_1,1,6
or3_1,2,2
clkdlybuf4s15_2,0,2
a211o_1,2,2
and3_4,1,2
nor4b_1,4,3
nand2_1,12,12
nor4_1,3,3
dlymetal6s2s_1,0,5
inv_1,3,2
nor3_1,9,8
nor3b_1,7,6
dlygate4sd2_1,0,6
nor2b_1,3,2
nand3_1,6,6
a22oi_2,0,2
buf_6,2,3
==> where the power goes <==
group | leakage [nW] | internal (mW) | switching, mW
registers | 0.346 | 0.404 | 0
logic | 0.660 | 0.0722 | 0.0697
clock network | 0.0255 | 0.111 | 0.113
==> routing by layer <==
metal / up-vias / global-route usage (%) / routed length, microns
met4: 0 / 1.778 / 48
met3: 5 / 1.590 / 133
met5: - / 0 / 0
met1: 565 / 24.31 / 1770
li1: 682 / - / -
met2: 39 / 20.19 / 1346
==> critical path, stage by stage <==
cell             delay, ps
clkdlybuf4s50_1        490
buf_4                  170
nand2b_1                90
o21ai_0                170
clkdlybuf4s50_1        480
==> timing repair <==
action	in CTS	in global routing
hold endpoints to repair	0	0
setup buffers	0	1
resized	53	9
pin swaps	12	5
setup endpoints to repair	4	5
cloned	0	0
Power figures rest on the tool's default switching activity, not on a simulated workload.
