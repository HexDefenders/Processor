--- design/flow/run.sh ---
#!/bin/bash
# OpenROAD 26Q1-2900-gdf79404cd8, Yosys 0.63+post, stock flow scripts
make -C /OpenROAD-flow-scripts/flow DESIGN_CONFIG=/design/flow/config.mk WORK_HOME=/design/flow/orfs finish
--- design/flow/config.mk ---
export PLATFORM = sky130hd
export DESIGN_NAME = programcounter
export DESIGN_NICKNAME = programcounter
export VERILOG_FILES = /design/flow/design.v
export SDC_FILE = /design/flow/constraint.sdc
export NUM_CORES = 4
export LEC_CHECK = 1
export CORE_AREA = 10 10 95 95
export DIE_AREA = 0 0 105 105
--- design/flow/constraint.sdc ---
current_design programcounter

set clk_period 5.5
set clk_io_pct 0.2

create_clock -name clk0 -period $clk_period [get_ports {clk}]

set non_clock_inputs [all_inputs -no_clocks]
set_input_delay [expr $clk_period * $clk_io_pct] -clock clk0 $non_clock_inputs
set_output_delay [expr $clk_period * $clk_io_pct] -clock clk0 [all_outputs]
--- design/flow/design.v ---
module programcounter(clk, rst, en, newAdr, imm, nextpc);
	input clk, rst;
	input [1:0] en;
	input [15:0] newAdr, imm;
	output reg [15:0] nextpc = 16'b0;
	always@(posedge clk, negedge rst) begin
		if (!rst)
			nextpc <= 0;
		else begin
			case(en)
				2'b01: nextpc <= nextpc + 1'b1;  
				2'b10: nextpc <= newAdr;  
				2'b11: nextpc <= nextpc + imm;  
				default: nextpc <= nextpc;
			endcase
		end
	end
endmodule 
==> run summary <==
Numbers from the implementation run.

Row generation in the floorplan step produced 30 rows. Once iteration 0 of detailed routing completed, the report listed 65 DRC markers. The count of state elements after synthesis is 16. Counting the fill cells in the layout gives 730. The total clock sinks is 16. The horizontal die dimension reported for this design is 105 µm. The number of global-route vias before repair is 1536. The finished layout holds 331 standard cells, fillers aside. The antenna diode instance count is 0.

For this run, the total global-route usage over all layers was measured as 0.0827. The cell taking the most area after synthesis is sky130_fd_sc_hd__dfrtp_1. The script computed a power per unit cell area of 262 nW/µm².

The registers reported with the highest flop counts are nextpc: 16 flops. The pre-CTS setup slack is 1.28 ns. The quantity of I/O buffers inserted on ports is 51.

The overall via count from detail_route is 1533. The leakage power is 0.975 nW. Per Yosys stat, the portion of area used by sequential elements is 0.250. The instance count after placement with tap cells included is 328. The floorplan die area is 11000 µm².

The synthesized netlist occupies a cell area of 1600 µm². The final layout reports a setup TNS of 0 ns. The buffer depth of the longest clock path is 2. The post-CTS resize count is 0. The final timing report counts setup violations totalling 0. The routed length per instance is 14.2 µm.

In the synthesized netlist the async set-or-reset flop fraction comes to 1.00. The pre-antenna-repair detailed-routing pass consisted of 4 iterations. Nets still carrying antenna violations after routing amount to 0.

The flow ran to the end, and the final reports show no timing, DRC or antenna violations. The clock buffer count from CTS is 3. In the floorplan report the effective utilization is 0.232.

STA classifies the critical path startpoint as a primary input. The layout-stage area growth over the synthesis result is 41.2%. The post-detailed-routing wire length is 4690 µm. Clock latency on the worst-skew pair, taken at its later pin, is 0.25 ns. Post-synth the commonest register cell is sky130_fd_sc_hd__dfrtp_1. In the synthesized netlist, the cells that appear most often are sky130_fd_sc_hd__a21oi_1 (19), sky130_fd_sc_hd__dfrtp_1 (16). The actual slew at the worst max-slew pin is 0.675 ns. Looking at the clock tree report, the H-tree level count equals 1. The data required time at the worst endpoint is 5.63 ns. RePlAce ended its routability-driven mode at a weighted congestion of 0.810. The final hold violation count is 0.

The sum of net half-perimeters after detailed placement is 3680 µm. TritonCTS built the clock tree. The synthesized chip area reported by yosys is 1600 µm². The share of post-route cells with drive strength above 1 is 0.0596. In the post-synthesis netlist, the biggest area contributors are sky130_fd_sc_hd__dfrtp_1 (25%), sky130_fd_sc_hd__ha_1 (12%), sky130_fd_sc_hd__mux2i_1 (7.5%).

52 I/O pins were placed. The worst-path maximum fanout is 23. The first-pass GRT wire length is 7710 µm.

The post-route fraction of the period consumed by the critical path is 0.715. The number of synthesized flops with an enable pin is 0. The script parses the final routing iteration and logs DRC violations as 0. Per the post-synthesis report, the number of cells in the design is 187. The total cells reported by yosys after synthesis is 187. The top cell type's share of synthesized area is 0.250.

The data arrival time reported for the critical path is 4.06 ns. The worst-case headroom to the max-slew limit is 0.549. The final core utilization is 0.327.

The post-layout worst setup margin is 1.57 ns. The number of antenna violations at the first check in global routing is 0. The vertical die dimension is 105 µm. For reference, the clock transition at the flip-flops on the worst setup and hold paths is 0.07 ns. The category of the most critical setup path is primary input to flop. The worst ir drop on vdd is 0.0680 mV.

The cell with the most instances after synthesis is sky130_fd_sc_hd__a21oi_1. The warning count from the yosys run is 1. Entering global routing, the biggest net connects 24 pins. For this run, the top clock speed supported by timing is 0.254 GHz.

Ranked by flip-flop count, first place goes to nextpc. The count of pins over their slew limit is 0. A synthesized cell averages 8.56 µm². The number of warnings in the stage logs is 25. In this run, post-CTS hold repair placed 0 buffers. Setup repair after global routing left no endpoint under its margin. The detail-routed via count per cell is 4.63. The path type of the worst min-delay path is flop to flop.

STA classifies the critical path endpoint as a flop. Clock tree synthesis selected as its root buffer the cell sky130_fd_sc_hd__clkbuf_8. Yosys mapped the design onto 42 distinct sky130hd cell types. The core area is 6910 µm².

The maximum clock skew at final layout is 0.00536 ns. The total congestion overflow after global routing is 0. The minimum period implied by the final worst setup slack is 3.93 ns. The flip-flop count of the largest register after layout is 16. The max-cap violation count is 0. Once the clock tree was built, the setup fixing pass inserted 0 buffers.
## worst max-delay path, stage by stage
cell	delay (ns)
sky130_fd_sc_hd__clkdlybuf4s50_1	0.90
sky130_fd_sc_hd__buf_4	0.38
sky130_fd_sc_hd__and3_1	0.21
sky130_fd_sc_hd__ha_1	0.27
sky130_fd_sc_hd__o21ai_0	0.26
sky130_fd_sc_hd__o21a_1	0.25
sky130_fd_sc_hd__o21bai_4	0.11
sky130_fd_sc_hd__o211ai_4	0.22
sky130_fd_sc_hd__mux2i_1	0.24
sky130_fd_sc_hd__o221ai_2	0.11
## layout make-up
| class | instances | area (µm²) | share of cell area |
|---|---|---|---|
| sequential | 16 | 400 | 0.177 |
| clock buffer | 3 | 41.3 | 0.0183 |
| timing repair buffer | 54 | 533 | 0.236 |
| multi-input combinational | 158 | 1150 | 0.509 |
| inverter | 4 | 15.0 | 0.00664 |
| tap | 96 | 120 | 0.0532 |
## cell usage in the layout, fill, tap and decap left out, drive strengths merged, types with 2 or more instances in the layout
master	netlist	final
buf	1	3
clkdlybuf4s50	0	51
nor2b	6	6
nor2	7	7
nand4	2	2
o21ai	15	15
a21oi	19	19
mux2i	12	12
dfrtp	16	16
and3	15	15
inv	4	4
o21bai	3	3
o21a	4	4
a21boi	2	2
nor4b	2	2
a21o	3	3
nand3	3	3
ha	15	15
nand2	15	15
xnor2	4	4
xor2	4	4
a211oi	7	7
clkbuf	8	3
nor3	3	3
## logic make-up (layout without fill, tap and decap cells)
| group | Yosys count | after routing | synth area share |
|---|---|---|---|
| buffers and inverters | 13 | 61 | 0.0313 |
| flip-flops | 16 | 16 | 0.250 |
| multiplexers | 13 | 13 | 0.0821 |
| adder cells (fa/ha/maj) | 16 | 16 | 0.130 |
| AND-OR/OR-AND | 63 | 63 | 0.269 |
| XOR/XNOR | 8 | 8 | 0.0438 |
| AND/OR/NAND/NOR | 58 | 58 | 0.194 |
## through the flow
step	hold slack (ns)	cell area [µm²]	power (W)
final	0.613	2260	0.000592
after global routing	0.637	2260	0.000645
after CTS	0.616	2260	0.000601
after detailed placement	0.602	2220	0.000503
after global placement	0.595	2220	0.000503
after floorplan	0.536	1600	0.000366
## path summary, 6_finish.rpt
path | start | end | slack (ns) | cells after the start
min in group asynchronous | rst | nextpc[4]$_DFFE_PN0P_ | 1.18 | 2
max in group asynchronous | rst | nextpc[11]$_DFFE_PN0P_ | 4.12 | 2
worst min-delay path | nextpc[0]$_DFFE_PN0P_ | nextpc[0]$_DFFE_PN0P_ | 0.61 | 2
worst max-delay path | en[1] | nextpc[15]$_DFFE_PN0P_ | 1.57 | 10
worst min register to register | nextpc[0]$_DFFE_PN0P_ | nextpc[0]$_DFFE_PN0P_ | 0.61 | 2
worst max register to register | nextpc[0]$_DFFE_PN0P_ | nextpc[12]$_DFFE_PN0P_ | 3.17 | 8
## routing by layer
layer	share of wire	vias to the layer above	track usage
met5	0	-	0
met4	0	0	0.00588
met3	0.069	0	0.0267
met2	0.41	45	0.115
met1	0.52	695	0.126
li1	-	793	-
## where the power goes
part / switching, W / internal (W)
Sequential: 0.0000302 / 0.000150
Combinational: 0.000136 / 0.000181
Clock: 0.0000455 / 0.0000487
Total: 0.000212 / 0.000380
Power is estimated from default activity; no workload was simulated.
